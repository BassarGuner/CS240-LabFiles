[flow/design.v]
module ROM(addrRd, dataRd);
input [7:0] addrRd;
output reg [15:0] dataRd;
always @(*) 
    begin
        case(addrRd)
            8'd0    : dataRd = 16'b10000000_00110000;
            8'd1    : dataRd = 16'b01000000_00110000;
            8'd2    : dataRd = 16'b00100000_00110000;
            8'd3    : dataRd = 16'b00010000_00110000;
            8'd4    : dataRd = 16'b00001000_00110000;
            8'd5    : dataRd = 16'b00000100_00110000;
            8'd6    : dataRd = 16'b00000010_00110000;
            8'd7    : dataRd = 16'b00000001_00110000;
            default : dataRd = 16'b00000000_00000000;
        endcase
    end
endmodule
module LedCPUcore(
  input clk,
  input rst,
  output reg [7:0] addrRd,
  input [15:0] dataRd,
  output reg [7:0] outPattern
);
  reg [7:0] addrRdNext;
  reg [7:0] outPatternNext;
  reg [7:0] processTime, processTimeNext;  
 reg [31:0] clkDivider;      
    reg slowClk;                 
    parameter MAX_COUNT = 1_000_000; 
    always @(posedge clk or posedge rst) begin
        if (rst) begin
            clkDivider <= 32'b0;
            slowClk <= 1'b0;
        end else if (clkDivider == MAX_COUNT - 1) begin
            clkDivider <= 32'b0;
            slowClk <= ~slowClk; 
        end else begin
            clkDivider <= clkDivider + 1;
        end
    end
  always @(posedge slowClk or posedge rst) begin
    if (rst) begin
      addrRd <= 8'b0;             
      outPattern <= 8'b0;         
      processTime <= 8'b0;        
    end else begin
      addrRd <= addrRdNext;       
      outPattern <= outPatternNext;  
      processTime <= processTimeNext;  
    end
  end
  always @(*) begin
    addrRdNext = addrRd;
    outPatternNext = outPattern;
    processTimeNext = processTime;
    if (rst) begin
      addrRdNext = 8'b0;           
      outPatternNext = 8'b0;       
      processTimeNext = 8'b0;      
    end else begin
      if (processTime > 0) begin
        processTimeNext = processTime - 1;
      end else begin
        if (dataRd[7:0] == 8'b0) begin
          addrRdNext = dataRd[15:8];  
        end else begin
          outPatternNext = dataRd[15:8];  
          processTimeNext = dataRd[7:0];  
          addrRdNext = addrRd + 1;        
        end
      end
    end
  end
endmodule
module LedCPUwithROM(clk, rst, outPattern);
input clk, rst;
output [7:0] outPattern;
parameter FREQ_MCLK = 50000000;
parameter FREQ_DELAY = FREQ_MCLK/16;
wire [ 7:0]addrRd;
wire [15:0]dataRd;
LedCPUcore LedCPUcore(.clk(clk), .rst(rst), .addrRd(addrRd), .dataRd(dataRd), .outPattern(outPattern));
ROM ROM(.addrRd(addrRd), .dataRd(dataRd));
endmodule
[flow/run.sh]
#!/bin/bash
# OpenROAD 26Q1-2900-gdf79404cd8, Yosys 0.63+post, stock flow scripts
make -C /OpenROAD-flow-scripts/flow DESIGN_CONFIG=/design/flow/config.mk WORK_HOME=/design/flow/orfs finish
[flow/config.mk]
export PLATFORM = sky130hd
export DESIGN_NAME = LedCPUwithROM
export DESIGN_NICKNAME = LedCPUwithROM
export VERILOG_FILES = /design/flow/design.v
export SDC_FILE = /design/flow/constraint.sdc
export NUM_CORES = 4
export LEC_CHECK = 1
export CORE_UTILIZATION = 40
[flow/constraint.sdc]
current_design LedCPUwithROM

set clk_period 6.9
set clk_io_pct 0.2

create_clock -name clk0 -period $clk_period [get_ports {clk}]

set non_clock_inputs [all_inputs -no_clocks]
set_input_delay [expr $clk_period * $clk_io_pct] -clock clk0 $non_clock_inputs
set_output_delay [expr $clk_period * $clk_io_pct] -clock clk0 [all_outputs]
==> flow_summary_export.csv <==
group,metric,value,unit
worst_setup_path,ff2ff_path_depth,4,
worst_setup_path,startpoint_type,"primary input",
sta,unclocked_pins,24,
sta,slew_violations,0,
worst_setup_path,critPathSlowestCell,"clkdlybuf4s50_1",
worst_hold_path,min_path_type,"reg -> reg",
worst_setup_path,cpPeakStageDelay,0.81,ns
worst_setup_path,worstPathRequired,7.28,ns
worst_setup_path,end_kind,"async pin",
sta,rsz0062_at_grt,"no",
finish,final_util,0.451,
die,die_h,85.8,um
synthesis,async_flop_share,1.00,
pwr,vdd_drop_max,0.000114,V
sta,worst_pin_slew,0.882,ns
die,num_rows,30,
die,die_x,85.8,um
routing,via_per_inst,5.27,
sta,period_used_share,0.416,
synthesis,yosys_warnings,2,
synthesis,yosys_cells,282,
global_route,grt_pass1_vias,1927,
routing,dr.pass1.iters,4,
clock_network,htree_levels,2,
die,chipArea,7370,um2
worst_hold_path,worstHoldStart,"LedCPUcore.clkDivider[31]",
synthesis,synthFlopType,"dfrtp_1",
clock_network,clockBufferDepth,2,
routing,drcViolationCount,0,
synthesis,yosysMostFrequentCell,"dfrtp_1",
routing,vias,2029,
global_route,grt_usage,0.162,
synthesis,edf_count,0,
die,ios,10,
finish,fill_cells,640,
finish,comb_area,1290,um2
pwr,total_power,0.341,mW
clock_network,cts_tree,"done",
outcome,status,"completed",
routing,insertedDiodeCount,0,
routing,wl,5080,um
die,initial_utilization,0.414,
synthesis,syn-instance-count,282,
global_route,grt_start_max_net_pins,43,
sta,fmax,0.348,GHz
synthesis,synth.largest_area_cell,"dfrtp_1",
run,drv_cap,0,
worst_setup_path,r2r_setup_slack,4.79,ns
synthesis,synth.top_cell.area_share,0.508,
sta,slew_headroom,0.407,
sta,fin_crit,2.87,ns
routing,drtAntennaViolNets,0,
routing,drt-initial-drc-count,59,
global_route,antenna_found_initial,0,
worst_setup_path,r2r-start,"LedCPUcore.clkDivider[4]",
synthesis,topCellsByArea,"dfrtp_1 (51%), xor2_1 (5.9%), ha_1 (4.0%), nand3_1 (3.4%), nor4_1 (3.1%)",
synthesis,ys.flops,57,
worst_setup_path,cp_top_family,"buffers and inverters",
worst_setup_path,critPathMaxFanout,42,
worst_setup_path,critPathArrivalTime,3.25,ns
worst_setup_path,path_class,"in -> async",
sta,untimed_endpoints,32,
clock_network,post_cts.repair.setup_buffers,0,
worst_hold_path,worstHoldEndpoint,"LedCPUcore.clkDivider[31]",
routing,routedWlPerCell,13.2,um
sta,setup_viol_count_final,0,
pwr,p_per_area,111,nW/um2
synthesis,synthesis.area,2810,um2
finish,seq_area,1430,um2
clock_network,root_buffer,"clkbuf_8",
synthesis,ys_chip_area,2810,um2
worst_hold_path,holdPathStages,1,
die,core,6790,um2
global_route,grt_pass1_wl,9410,um
clock_network,clk_latency,0.28,ns
sta,totalNegativeSetupSlack,0,ns
worst_setup_path,cp_num_buf_inv,3,
sta,hold_viol,0,
finish,drive_gt1_frac,0.0554,
clock_network,cts_resized,0,
placement,gp_congestion,0.791,
global_route,grt-ovfl-total,0,
sta,fin_skew,0.00744,ns
run,tool_warnings,30,
clock_network,clk_pin_slew_worst_paths,0.07,ns
pwr,p_leak,1.34,nW
placement,io_buffers,9,
synthesis,yosys-top-cells-count,"dfrtp_1 (57), nand2_1 (19), nand3_1 (19), xor2_1 (19), a21oi_1 (17)",
synthesis,post_synth_num_cell_types,36,
placement,place_hpwl,3460,um
worst_setup_path,cp_cell_sequence,"clkdlybuf4s50_1 -> inv_2 -> buf_4",
synthesis,synth.avg_cell_area,9.97,um2
finish,areaGrowthSynthToFinish,8.99,%
synthesis,ys_seq_frac,0.508,
clock_network,ctsHoldBuffers,0,
worst_setup_path,reg2reg_to,"LedCPUcore.slowClk",
clock_network,cts_buffers,5,
## layout by cell type, fill, tap and decap left out, types with 9 or more instances in the layout
cell	n
nor3_1	12
nand2_1	19
inv_1	11
nor2_1	15
xor2_1	19
nor4_1	14
o21ai_0	11
ha_1	9
clkdlybuf4s50_1	9
nand3_1	19
a21oi_1	17
nand4_1	12
dfrtp_1	57
## where the power goes
group | leakage [nW] | total [mW] | internal, mW | switching (mW)
clock | 0.0395 | 0.137 | 0.0716 | 0.0659
combinational | 0.525 | 0.0101 | 0.00128 | 0.00882
sequential | 0.778 | 0.193 | 0.193 | 0
## flip-flops by register name, indices dropped and copies added, names as in the netlist
signal and cells:
LedCPUcore.clkDivider 32, LedCPUcore.addrRd 8, LedCPUcore.outPattern 8, LedCPUcore.processTime 8, LedCPUcore.slowClk 1
## logic make-up (layout without fill, tap and decap cells)
group | count (synthesis) | count (layout) | synth area share
adder cells (fa/ha/maj) | 9 | 9 | 0.0401
AND-OR/OR-AND | 42 | 42 | 0.0873
flip-flops | 57 | 57 | 0.508
buffers and inverters | 23 | 30 | 0.0321
multiplexers | 1 | 1 | 0.00356
XOR/XNOR | 26 | 26 | 0.0810
AND/OR/NAND/NOR | 124 | 124 | 0.248
## stage by stage
stage | instance area (um2) | worst slack (ns) | std cells | hold WS (ns)
CTS | 3060 | 3.96 | 385 | 0.474
detailed placement | 2980 | 3.68 | 377 | 0.466
finish | 3060 | 4.03 | 385 | 0.474
floorplan | 2810 | 4.08 | 282 | 0.443
global route | 3060 | 3.78 | 385 | 0.513
global placement | 2980 | 3.67 | 377 | 0.464
## layer usage
layer	share of wire	GRT usage
met1	0.51	0.264
met4	0.014	0.0167
met5	0	0
met2	0.46	0.252
met3	0.020	0.0195
## worst max-delay path by stage
stage / start / cells after the start / slack (ns) / to
after CTS: rst / 3 / 3.96 / LedCPUcore.clkDivider[12]
after global routing: rst / 3 / 3.78 / LedCPUcore.clkDivider[9]
final: rst / 3 / 4.03 / LedCPUcore.clkDivider[10]
## final cells by class
class	count	share of cell area
flip-flops and latches	57	0.466
well taps	96	0.0392
clock buffers	8	0.0261
multi-input cells	202	0.422
inverters	12	0.0147
repair buffers	10	0.0319
Power is estimated from default activity; no workload was simulated.
